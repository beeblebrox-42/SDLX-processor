==> flow/design.v <==
`timescale 1ns / 1ps
module DataMemory(
    input [31:0] addr,
    input [31:0] writedata,
    output reg [31:0] readdata,
    input clk,
    input reset,
    input MemRead,
    input MemWrite
    );
       reg  [31:0] mem [0:255];        
       integer i;            
       initial
       begin
       readdata <= 0;
       for ( i = 0; i <= 255; i = i+1) begin
            mem[i] = i;
            end
       end
      always @(posedge clk)
      begin
      if(reset)
            for(i=0;i<32;i=i+1)
             mem[i] <=0;
      if(MemWrite==1)
            mem[addr] <= writedata;
      if(MemRead==1)
            readdata <= mem[addr];
      end
endmodule
==> flow/run.sh <==
#!/bin/bash
# OpenROAD 26Q1-2900-gdf79404cd8, Yosys 0.63+post, stock flow scripts
make -C /OpenROAD-flow-scripts/flow DESIGN_CONFIG=/design/flow/config.mk WORK_HOME=/design/flow/orfs finish
==> flow/config.mk <==
export PLATFORM = sky130hd
export DESIGN_NAME = DataMemory
export DESIGN_NICKNAME = DataMemory
export VERILOG_FILES = /design/flow/design.v
export SDC_FILE = /design/flow/constraint.sdc
export NUM_CORES = 4
export LEC_CHECK = 1
export CORE_UTILIZATION = 30
export SYNTH_MEMORY_MAX_BITS = 65536
==> flow/constraint.sdc <==
current_design DataMemory

set clk_period 40.2
set clk_io_pct 0.2

create_clock -name clk0 -period $clk_period [get_ports {clk}]

set non_clock_inputs [all_inputs -no_clocks]
set_input_delay [expr $clk_period * $clk_io_pct] -clock clk0 $non_clock_inputs
set_output_delay [expr $clk_period * $clk_io_pct] -clock clk0 [all_outputs]
==> flow.log <==
[report] extracting results
[metrics] count of pins over their slew limit: 0
[metrics] Flops after synth: 8224
[metrics] Reg2Reg Capture Point: readdata[14]
[metrics] power per unit of standard cell area: around 48 mW/mm^2
[metrics] number of vias after detailed routing: 150878
[metrics] classification of the worst setup path: primary input to flop
[metrics] reg-to-reg critical path startpoint: mem[141][14]
[metrics] final hold violation count: 0
[metrics] clock tree from TritonCTS: done
[metrics] share of the yosys chip area belonging to registers: between 70 and 80%
[metrics] total length of routed wires: around 880000 um
[metrics] post-layout period usage of the worst path: between 30% and 40%
[metrics] Hold Path Stages: 6
[metrics] chip area from the yosys synthesis statistics: 0.317 mm^2
[metrics] number of warnings in the stage logs: 55
[metrics] kind of launch point of the worst setup path: primary input
[metrics] setup slack on the worst flop-to-flop path: around 36000 ps
[metrics] height of the die: 1030 um
[metrics] cell count after synthesis: 14328
[metrics] maximum operating frequency: between 60 and 70 MHz
[metrics] starting utilization of the core area: 30.1%
[metrics] largest net degree at the start of global routing: approximately 110
[metrics] buffers from clock root to sink, at most: 4
[metrics] Hold WC Path Type: flop to flop
[metrics] status: completed
[metrics] Total Neg Setup Slack: 0 ps
[metrics] cell total in the yosys stat output: approximately 14000
[metrics] unrepaired setup endpoints after global routing: no
[metrics] maximum ir drop on the vdd rail: 0.0000519 V
[metrics] Top-Level Pins: 100
[metrics] sink of the worst hold path: readdata[31]
[metrics] leakage power figure: roughly 0.11 uW
[metrics] DRC viols: 0
[metrics] total power consumption of the routed design: between 15000 and 20000 uW
[metrics] sink count of the clock tree: just over 8000
[metrics] PostCTS Resize Cnt: 0
[metrics] gr ovfl total: 0
[metrics] Filler cells: 95251
[metrics] Via density: roughly 5
[metrics] fraction of final layout cells sized beyond drive strength 1: 28.1%
[metrics] Worst-Margin Slew: approximately 1300 ps
[metrics] hpwl dp: 512000 um
[metrics] Area leader share: slightly below 80%
[metrics] routability congestion estimate from global placement: between 0.8 and 0.9
[metrics] # port buffers: between 70 and 80
[metrics] required time of the critical path: about 41000 ps
[metrics] via count of the first global-routing pass: between 150k and 200k
[metrics] worst-case reg-to-reg path depth: 5
[metrics] Max Cap Violations: 0
[metrics] most area-hungry cell type in the Yosys netlist: sky130_fd_sc_hd__edfxtp_1
[metrics] clock-pin slew of the registers on the worst-case setup and hold paths: 60 ps
[metrics] setup-violating endpoint count in the final report: 0
[metrics] Pre-antenna DRT Iters: 7
[metrics] hold-fix buffers at CTS: 0
[metrics] first-pass GRT wire length: about 1200000 um
[metrics] skew final: 80.7 ps
[metrics] antenna viol nets, final: 0
[metrics] CTS HTree Levels: 6
[metrics] clock root buffer: sky130_fd_sc_hd__clkbuf_16
[metrics] number of antenna violations at the first check in global routing: 48
[metrics] buffers inserted during post-CTS setup optimization: 0
[metrics] yosys warns: 1
[metrics] global router's overall resource usage: 17.8%
[metrics] Critical Path Sink Type: flop
[metrics] Wirelength per Cell: 29.7 um
[metrics] number of buffers inserted during clock tree synthesis: roughly 810
[metrics] worst min-delay path startpoint: mem[240][31]
[metrics] critical path fanouts, max: ~62
[metrics] number of DRC markers after the initial detailed-route iteration: 9907
[metrics] cell types occupying the most area after synthesis: sky130_fd_sc_hd__edfxtp_1 (78%), sky130_fd_sc_hd__mux4_2 (15%), sky130_fd_sc_hd__a22oi_1 (2.4%)
[metrics] floorplan row count: approximately 380
[metrics] relative area change from synthesis to final layout: 15.4%
[metrics] worst max-slew margin expressed relative to the limit: a little over an eighth
[metrics] Distinct cells, synth: 19
[metrics] total core area: between 1 and 1.5 mm^2
[metrics] mean post-synth cell area: around 22 um^2
[metrics] die footprint: between 1 and 1.5 mm^2
[metrics] Post-Syn Area: ~0.32 mm^2
[metrics] clock latency at the later pin of the worst-skew pair: roughly 1200 ps
[metrics] Crit path arrival time: between 15000 and 20000 ps
[metrics] Die W: 1030 um
[metrics] final critical delay including setup and external delays: between 10000 and 15000 ps
## sequential cells by signal (all words and copies together), names as in the netlist
signal    count
mem        8192
readdata     32
## worst max-delay path by stage
stage / endpoint / cells past startpoint / startpoint
final: readdata[30] / 13 / addr[1]
after CTS: readdata[14] / 13 / addr[1]
after global routing: readdata[30] / 13 / addr[1]
## synth_stat cells
master	count
sky130_fd_sc_hd__a21oi_1	512
sky130_fd_sc_hd__a22oi_1	1024
sky130_fd_sc_hd__and2_1	1027
sky130_fd_sc_hd__buf_1	91
sky130_fd_sc_hd__buf_2	157
sky130_fd_sc_hd__buf_4	46
sky130_fd_sc_hd__buf_6	24
sky130_fd_sc_hd__clkbuf_1	671
sky130_fd_sc_hd__edfxtp_1	8224
sky130_fd_sc_hd__mux4_2	2048
sky130_fd_sc_hd__nand2_1	17
sky130_fd_sc_hd__nand2b_1	4
sky130_fd_sc_hd__nand3_1	12
sky130_fd_sc_hd__nand4_1	41
sky130_fd_sc_hd__nor2_1	260
sky130_fd_sc_hd__nor2b_1	8
sky130_fd_sc_hd__o41ai_1	128
sky130_fd_sc_hd__or2_1	1
sky130_fd_sc_hd__or2_2	33
## cells by family (layout without fill, tap and decap cells)
kind of cell           count (synthesis)  after routing  share of synthesized area, %
buffers and inverters                989           2426                          1.35
DFF                                 8224           8224                          78.0
AOI/OAI and AO/OA                   1664           1664                          3.59
and+or+nand+nor                     1403           1403                          2.55
muxes                               2048           2048                          14.6
other                                  0             40                             0
## critical path, stage by stage
cell and delay [ps]:
sky130_fd_sc_hd__buf_16 300, sky130_fd_sc_hd__buf_4 570, sky130_fd_sc_hd__buf_4 610, sky130_fd_sc_hd__buf_4 530
sky130_fd_sc_hd__buf_4 530, sky130_fd_sc_hd__buf_4 580, sky130_fd_sc_hd__buf_4 600, sky130_fd_sc_hd__buf_4 650
sky130_fd_sc_hd__mux4_2 400, sky130_fd_sc_hd__a22oi_1 410, sky130_fd_sc_hd__a21oi_1 160, sky130_fd_sc_hd__o41ai_1 1080
sky130_fd_sc_hd__nand4_1 820
## placed cells by master (no fill, tap or decap), types with 32 or more instances in the layout
cell and instances:
sky130_fd_sc_hd__a21oi_1 511, sky130_fd_sc_hd__a22oi_1 1024, sky130_fd_sc_hd__and2_1 1025, sky130_fd_sc_hd__buf_4 881
sky130_fd_sc_hd__buf_8 32, sky130_fd_sc_hd__bufinv_16 34, sky130_fd_sc_hd__clkbuf_1 194, sky130_fd_sc_hd__clkbuf_16 820
sky130_fd_sc_hd__clkdlybuf4s50_1 39, sky130_fd_sc_hd__clkinv_1 208, sky130_fd_sc_hd__clkinv_2 132, sky130_fd_sc_hd__diode_2 40
sky130_fd_sc_hd__edfxtp_1 8224, sky130_fd_sc_hd__mux4_2 2048, sky130_fd_sc_hd__nand4_1 41, sky130_fd_sc_hd__nor2_2 32
sky130_fd_sc_hd__nor2_4 226, sky130_fd_sc_hd__o41ai_1 50, sky130_fd_sc_hd__o41ai_2 63, sky130_fd_sc_hd__or2_2 32
## where the power goes
group | internal [uW] | switching [uW] | total, uW
Sequential | 9510 | 23.1 | 9530
Clock | 3960 | 3200 | 7160
Combinational | 299 | 599 | 898
## layout make-up
class | count | area, um^2 | share of cell area (%)
antenna | 40 | 100 | 0.0274
clock buffer | 1014 | 21200 | 5.81
clock inverter | 447 | 3600 | 0.986
multi-input combinational | 5115 | 68300 | 18.7
sequential | 8224 | 247000 | 67.6
tap | 14023 | 17500 | 4.80
timing repair buffer | 965 | 7730 | 2.11
## per-stage QoR
stage	hold slack [ps]	setup slack [ps]	instance area (um^2)	instances	util, %
floorplan	896	28990	317000	14328	-
CTS	1150	25650	365000	29788	34.7
finish	1150	25290	366000	29828	34.7
detailed placement	1140	24380	341000	28327	32.3
global route	1190	25090	365000	29808	34.7
global placement	1160	24360	341000	28327	32.3
## per-layer routing
metal	track usage (%)	routed length (um)	up-vias
li1	-	-	62250
met1	17.3	256000	76794
met2	26.2	407000	10266
met3	16.5	180000	1508
met4	6.21	39500	60
met5	1.71	2250	-
Power figures rest on the tool's default switching activity, not on a simulated workload.
